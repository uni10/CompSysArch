==> design.v <==
module regfile(src0, src1, dst, we, data, clk, rst_n, outa, outb);
	input wire clk, rst_n;
	input wire [3:0] src0, src1;
	input wire [3:0] dst;
	input wire [7:0] data;
	input wire we;
	output wire [7:0] outa, outb;
	reg [7:0] regis [15:0];
always @(posedge clk) begin
	if (!rst_n) begin
		regis[0] <= 0;
		regis[1] <= 0;
		regis[2] <= 0;
		regis[3] <= 0;
		regis[4] <= 0;
		regis[5] <= 0;
		regis[6] <= 0;
		regis[7] <= 0;
		regis[8] <= 0;
		regis[9] <= 0;
		regis[10] <= 0;
		regis[11] <= 0;
		regis[12] <= 0;
		regis[13] <= 0;
		regis[14] <= 0;
		regis[15] <= 0;
	end else begin
		if (we) begin
			regis[dst] <= data;
		end else begin
			regis[dst] <= regis[dst];
		end
	end
end
assign outa = regis[src0];
assign outb = regis[src1];
endmodule
==> run.sh <==
#!/bin/bash
# OpenROAD 26Q1-2900-gdf79404cd8, Yosys 0.63+post, stock flow scripts
make -C /OpenROAD-flow-scripts/flow DESIGN_CONFIG=/design/flow/config.mk WORK_HOME=/design/flow/orfs finish
==> config.mk <==
export PLATFORM = sky130hd
export DESIGN_NAME = regfile
export DESIGN_NICKNAME = regfile
export VERILOG_FILES = /design/flow/design.v
export SDC_FILE = /design/flow/constraint.sdc
export NUM_CORES = 4
export LEC_CHECK = 1
export CORE_UTILIZATION = 50
==> constraint.sdc <==
current_design regfile

set clk_period 2.8
set clk_io_pct 0.2

create_clock -name clk0 -period $clk_period [get_ports {clk}]

set non_clock_inputs [all_inputs -no_clocks]
set_input_delay [expr $clk_period * $clk_io_pct] -clock clk0 $non_clock_inputs
set_output_delay [expr $clk_period * $clk_io_pct] -clock clk0 [all_outputs]
==> CHANGELOG.md <==
## Flow update

* Run status: finished, final reports clean
* Dominant synthesized flop cell: sky130_fd_sc_hd__edfxtp_1
* Nature of the critical path endpoint: output port
* Fraction of final layout cells sized beyond drive strength 1 at 0.292
* Path type of the worst setup path: in2out
* Number of cells after detailed placement at 680
* Wire length of the first global-routing pass at 26.6 mm
* Overall via count from detail_route at around 4300
* Aggregate global-route resource usage at 0.292
* Post-route ant nets at 0
* CTS buffer count at 17
* Count of buffers from port buffering at 38
* Max reg flops at 128
* Library cell contributing the largest single delay on the critical path: sky130_fd_sc_hd__mux4_1
* Number of H-tree levels at 4
* Number of synthesized register bits at 128
* Chip width at 120 um
* Post-DP HPWL at 11.9 mm
* Power Internal at 3680 uW
* Proportion of power drawn by the clock network at 0.381
* Maximum fanout encountered on the critical timing path at 7
* Average via count per standard cell at 5.92
* Tool warnings at 26
* Met1 track utilization from global routing at 0.432
* Maximum clock frequency at around 0.36 GHz
* Number of enable-type register cells in the synthesized netlist at 128
* DIE HEIGHT at 120 um
* Clk pin slew, worst setup/hold paths at approximately 0.05 ns
* Worst EP required at 2.24 ns
* Final std cells w/o fill at 727
* Power density cells at 554 nW/um2
* Length of the first detailed-routing pass in iterations at 5
* Worst ir drop on vdd at around 0.42 mV
* GRT met2 Usage at 0.391
* Final Max Slew Viols at 0
* Total Die Area at 14300 um2
* Detailed router's first-iteration violation count at 209
* Worst-case setup slack after placement at -0.306 ns
* Busiest grt layer: met1
* Transition at the pin with the smallest max-transition slack at approximately 0.76 ns
* Antenna violations before repair at 0
* Critical path startpoint category: primary input
* Largest net degree at the start of global routing at 17
* WL per Instance at approximately 24 um
* Post-route setup slack at 0.0335 ns
* Total number of placement rows at 42
* Portion of the post-synthesis area used by sequential elements at 0.554
* Met3 Usage GRT at 0.199
* Cell type contributing the most total cell area after synthesis: sky130_fd_sc_hd__edfxtp_1
* Post-synthesis cell type count at 23
* Floorplan core area at 13400 um2
* Cell count listed in synth_stat.txt at about 450
* Starting Density at 0.517
* Count of final hold-check violations at 0
* Chip area estimate from yosys synthesis at 6930 um2
* Number of buffers on the longest clock path at 2
* Number of maximum-capacitance constraint violations at 0
* Register with the most flip-flops: regis
* Leading registers by flop count: regis x128
* Clock root buffer: sky130_fd_sc_hd__clkbuf_16
* Top cells by area: sky130_fd_sc_hd__edfxtp_1 (55%), sky130_fd_sc_hd__and2_1 (12%), sky130_fd_sc_hd__mux4_2 (12%)
* Leak at 0.00313 uW
* Top logic cells by instance count in the layout: sky130_fd_sc_hd__and2_1 (128), sky130_fd_sc_hd__edfxtp_1 (128), sky130_fd_sc_hd__buf_4 (49), sky130_fd_sc_hd__mux4_2 (46), sky130_fd_sc_hd__clkdlybuf4s50_1 (31)
* Period minus WS final at 2.77 ns
* Number of buffer and inverter stages on the critical path at 3
* Worst stage delay on the critical path at roughly 0.60 ns
* Vias in the first global route at 4551
* TritonCTS clock tree: yes
* Family with the most delay on the worst path: buffers and inverters
* Switching Share at 0.229
* Antenna Cells at 0
* Switching pwr at 1090 uW
* Proportion of netlist area held by the largest area contributor at 0.554
* Per-instance average area after synthesis at 15.6 um2
* Final GP Congestion at slightly below 0.9
* Routed Wire Length at 17.8 mm
* Total overflow reported by the global router at 0
* Cts hold-fix bufs at 0
* Warning count from the yosys run at 1
* Logic gate share of total power at 0.141
* Clk sinks at 128
* Sequential share of power at 0.478
* # IOs at 39
* Worst min-delay path class: in2reg
* Synth Instances at 445
* CP Data Arrival Time at 2.21 ns
* Ratio of final minimum period to clock period at 0.988
* Area overhead of the layout relative to synthesis at 24.3%
* Post-synthesis cell area at 6930 um2
* Post-synthesis async set-or-reset flop share at 0
* # setup viols final at 0
* DRC violation count after routing at 0
* Ordered cell list for the critical path: buf_6 -> buf_12 -> mux4_1 -> a22oi_2 -> nand2_1 -> clkdlybuf4s50_1
* Max_slew headroom at 0.495
[cell type report]
type / instances / area, um2
repair buffers: 104 / 1100
clock inverters: 13 / 53.8
well taps: 176 / 220
multi-input cells: 287 / 2970
fillers: 947 / 4780
clock buffers: 19 / 433
flip-flops and latches: 128 / 3840
[kinds of logic (layout without fill, tap and decap cells)]
logic type      Yosys count  after routing  synth area share
simple gates            179            179             0.152
flops                   128            128             0.554
mux                      64             64             0.223
compound gates           44             44            0.0433
buf+inv                  30            136            0.0276
[worst paths after layout]
path,from,end,depth (start not counted)
min,rst_n,regis[14][0]$_SDFFCE_PN0P_,3
max,src1[0],outb[3],6
[power groups by stage]
| stage | Clock [uW] | Combinational, uW | Sequential [uW] |
|---|---|---|---|
| final | 1820 | 673 | 2280 |
| after global routing | 1910 | 718 | 2290 |
| after CTS | 1830 | 637 | 2280 |
[synthesized netlist by cell type (all sizes together), types with 2 or more instances]
cell           number
nand2b              6
nand4b              2
nor3                4
nor2b               3
clkbuf             11
nand2              17
nor2               14
and2              130
a22oi              32
o21ai              12
clkdlybuf4s25       3
buf                16
edfxtp            128
mux4               64
[timing repair]
action / CTS / global route
setup buffers: 1 / 10
pin swaps: 3 / 2
endpoints found under the setup margin: 16 / 14
resized: 25 / 33
hold endpoints to repair: 0 / 0
cloned: 3 / 2
[stage by stage]
step	total power, uW	setup TNS, ns	cell area [um2]	utilization	hold slack, ns
2_1_floorplan	2610	0	6930	-	0.758
3_3_place_gp	2900	-3.41	7800	0.582	1.53
3_5_place_dp	2910	-3.53	7800	0.582	1.54
4_1_cts	4750	-0.157	8440	0.630	1.12
5_1_grt	4920	-0.0264	8620	0.643	1.18
6_report	4770	0	8620	0.643	1.13
[metal layers]
layer,routed length [um],up-vias
met5,41,-
met1,6590,2070
met4,458,2
met3,2730,32
li1,-,1943
met2,7940,257
[worst min-delay path, stage by stage]
cell                              delay [ns]
sky130_fd_sc_hd__clkdlybuf4s50_1        0.54
sky130_fd_sc_hd__o21ai_0                0.14
sky130_fd_sc_hd__buf_4                  0.17
Power is estimated from default activity; no workload was simulated.
