--- ./run.sh ---
#!/bin/bash
# OpenROAD 26Q1-2900-gdf79404cd8, Yosys 0.63+post, stock flow scripts
make -C /OpenROAD-flow-scripts/flow DESIGN_CONFIG=/design/flow/config.mk WORK_HOME=/design/flow/orfs finish
--- ./config.mk ---
export PLATFORM = sky130hd
export DESIGN_NAME = memory
export DESIGN_NICKNAME = memory
export VERILOG_FILES = /design/flow/design.v
export SDC_FILE = /design/flow/constraint.sdc
export NUM_CORES = 4
export LEC_CHECK = 1
export CORE_UTILIZATION = 40
--- ./constraint.sdc ---
current_design memory

set clk_period 32.6
set clk_io_pct 0.2

create_clock -name clk0 -period $clk_period [get_ports {clk}]

set non_clock_inputs [all_inputs -no_clocks]
set_input_delay [expr $clk_period * $clk_io_pct] -clock clk0 $non_clock_inputs
set_output_delay [expr $clk_period * $clk_io_pct] -clock clk0 [all_outputs]
--- ./design.v ---
module memory(clk, rst_n, in, addr, we, out);
	input wire clk, rst_n;
	input wire [7:0] in;
	input wire [7:0] addr;
	input wire we;
	output wire [7:0] out;
	reg [7:0] mem [255:0];
always @(posedge clk) begin
	if (!rst_n) begin
		mem[0] <= 0;
		mem[1] <= 0;
		mem[2] <= 0;
		mem[3] <= 0;
		mem[4] <= 0;
		mem[5] <= 0;
		mem[6] <= 0;
		mem[7] <= 0;
		mem[8] <= 0;
		mem[9] <= 0;
		mem[10] <= 0;
		mem[11] <= 0;
		mem[12] <= 0;
		mem[13] <= 0;
		mem[14] <= 0;
		mem[15] <= 0;
		mem[16] <= 0;
		mem[17] <= 0;
		mem[18] <= 0;
		mem[19] <= 0;
		mem[20] <= 0;
		mem[21] <= 0;
		mem[22] <= 0;
		mem[23] <= 0;
		mem[24] <= 0;
		mem[25] <= 0;
		mem[26] <= 0;
		mem[27] <= 0;
		mem[28] <= 0;
		mem[29] <= 0;
		mem[30] <= 0;
		mem[31] <= 0;
		mem[32] <= 0;
		mem[33] <= 0;
		mem[34] <= 0;
		mem[35] <= 0;
		mem[36] <= 0;
		mem[37] <= 0;
		mem[38] <= 0;
		mem[39] <= 0;
		mem[40] <= 0;
		mem[41] <= 0;
		mem[42] <= 0;
		mem[43] <= 0;
		mem[44] <= 0;
		mem[45] <= 0;
		mem[46] <= 0;
		mem[47] <= 0;
		mem[48] <= 0;
		mem[49] <= 0;
		mem[50] <= 0;
		mem[51] <= 0;
		mem[52] <= 0;
		mem[53] <= 0;
		mem[54] <= 0;
		mem[55] <= 0;
		mem[56] <= 0;
		mem[57] <= 0;
		mem[58] <= 0;
		mem[59] <= 0;
		mem[60] <= 0;
		mem[61] <= 0;
		mem[62] <= 0;
		mem[63] <= 0;
		mem[64] <= 0;
		mem[65] <= 0;
		mem[66] <= 0;
		mem[67] <= 0;
		mem[68] <= 0;
		mem[69] <= 0;
		mem[70] <= 0;
		mem[71] <= 0;
		mem[72] <= 0;
		mem[73] <= 0;
		mem[74] <= 0;
		mem[75] <= 0;
		mem[76] <= 0;
		mem[77] <= 0;
		mem[78] <= 0;
		mem[79] <= 0;
		mem[80] <= 0;
		mem[81] <= 0;
		mem[82] <= 0;
		mem[83] <= 0;
		mem[84] <= 0;
		mem[85] <= 0;
		mem[86] <= 0;
		mem[87] <= 0;
		mem[88] <= 0;
		mem[89] <= 0;
		mem[90] <= 0;
		mem[91] <= 0;
		mem[92] <= 0;
		mem[93] <= 0;
		mem[94] <= 0;
		mem[95] <= 0;
		mem[96] <= 0;
		mem[97] <= 0;
		mem[98] <= 0;
		mem[99] <= 0;
		mem[100] <= 0;
		mem[101] <= 0;
		mem[102] <= 0;
		mem[103] <= 0;
		mem[104] <= 0;
		mem[105] <= 0;
		mem[106] <= 0;
		mem[107] <= 0;
		mem[108] <= 0;
		mem[109] <= 0;
		mem[110] <= 0;
		mem[111] <= 0;
		mem[112] <= 0;
		mem[113] <= 0;
		mem[114] <= 0;
		mem[115] <= 0;
		mem[116] <= 0;
		mem[117] <= 0;
		mem[118] <= 0;
		mem[119] <= 0;
		mem[120] <= 0;
		mem[121] <= 0;
		mem[122] <= 0;
		mem[123] <= 0;
		mem[124] <= 0;
		mem[125] <= 0;
		mem[126] <= 0;
		mem[127] <= 0;
		mem[128] <= 0;
		mem[129] <= 0;
		mem[130] <= 0;
		mem[131] <= 0;
		mem[132] <= 0;
		mem[133] <= 0;
		mem[134] <= 0;
		mem[135] <= 0;
		mem[136] <= 0;
		mem[137] <= 0;
		mem[138] <= 0;
		mem[139] <= 0;
		mem[140] <= 0;
		mem[141] <= 0;
		mem[142] <= 0;
		mem[143] <= 0;
		mem[144] <= 0;
		mem[145] <= 0;
		mem[146] <= 0;
		mem[147] <= 0;
		mem[148] <= 0;
		mem[149] <= 0;
		mem[150] <= 0;
		mem[151] <= 0;
		mem[152] <= 0;
		mem[153] <= 0;
		mem[154] <= 0;
		mem[155] <= 0;
		mem[156] <= 0;
		mem[157] <= 0;
		mem[158] <= 0;
		mem[159] <= 0;
		mem[160] <= 0;
		mem[161] <= 0;
		mem[162] <= 0;
		mem[163] <= 0;
		mem[164] <= 0;
		mem[165] <= 0;
		mem[166] <= 0;
		mem[167] <= 0;
		mem[168] <= 0;
		mem[169] <= 0;
		mem[170] <= 0;
		mem[171] <= 0;
		mem[172] <= 0;
		mem[173] <= 0;
		mem[174] <= 0;
		mem[175] <= 0;
		mem[176] <= 0;
		mem[177] <= 0;
		mem[178] <= 0;
		mem[179] <= 0;
		mem[180] <= 0;
		mem[181] <= 0;
		mem[182] <= 0;
		mem[183] <= 0;
		mem[184] <= 0;
		mem[185] <= 0;
		mem[186] <= 0;
		mem[187] <= 0;
		mem[188] <= 0;
		mem[189] <= 0;
		mem[190] <= 0;
		mem[191] <= 0;
		mem[192] <= 0;
		mem[193] <= 0;
		mem[194] <= 0;
		mem[195] <= 0;
		mem[196] <= 0;
		mem[197] <= 0;
		mem[198] <= 0;
		mem[199] <= 0;
		mem[200] <= 0;
		mem[201] <= 0;
		mem[202] <= 0;
		mem[203] <= 0;
		mem[204] <= 0;
		mem[205] <= 0;
		mem[206] <= 0;
		mem[207] <= 0;
		mem[208] <= 0;
		mem[209] <= 0;
		mem[210] <= 0;
		mem[211] <= 0;
		mem[212] <= 0;
		mem[213] <= 0;
		mem[214] <= 0;
		mem[215] <= 0;
		mem[216] <= 0;
		mem[217] <= 0;
		mem[218] <= 0;
		mem[219] <= 0;
		mem[220] <= 0;
		mem[221] <= 0;
		mem[222] <= 0;
		mem[223] <= 0;
		mem[224] <= 0;
		mem[225] <= 0;
		mem[226] <= 0;
		mem[227] <= 0;
		mem[228] <= 0;
		mem[229] <= 0;
		mem[230] <= 0;
		mem[231] <= 0;
		mem[232] <= 0;
		mem[233] <= 0;
		mem[234] <= 0;
		mem[235] <= 0;
		mem[236] <= 0;
		mem[237] <= 0;
		mem[238] <= 0;
		mem[239] <= 0;
		mem[240] <= 0;
		mem[241] <= 0;
		mem[242] <= 0;
		mem[243] <= 0;
		mem[244] <= 0;
		mem[245] <= 0;
		mem[246] <= 0;
		mem[247] <= 0;
		mem[248] <= 0;
		mem[249] <= 0;
		mem[250] <= 0;
		mem[251] <= 0;
		mem[252] <= 0;
		mem[253] <= 0;
		mem[254] <= 0;
		mem[255] <= 0;
	end else begin
		if (we) begin
			mem[addr] <= in;
		end else begin
			mem[addr] <= mem[addr];
		end
	end
end
assign out = mem[addr];
endmodule
==> flow_metrics.tcl <==
# flow metrics
set metrics [dict create \
    finalSetupViolCount 0 \
    synth-edff-count 2048 \
    period_used_share 0.594 \
    cts.clk_slew.worst_paths_ns 0.06 \
    syn2layout_area_growth_pct 10.4 \
    antenna_found_initial 10 \
    layout.cells.most_common "nor2_1" \
    rows 173 \
    drive_above_1_share 0.128 \
    fp.dieW_um 477 \
    grt_use_total 0.246 \
    cts.hold.buffers_added 0 \
    ir_drop_uv 41.8 \
    gp_congestion 0.957 \
    drtIter0Drc 3532 \
    cts_tree "done" \
    vias_per_cell 5.63 \
    synth_cell_types 42 \
    avgSynthCellArea_um2 13.6 \
    hold_path_class "flip-flop to flip-flop" \
    async_flop_share 0 \
    numSynthFlops 2048 \
    switching_share 0.234 \
    cp-start-kind "primary input" \
    top_regs "mem x2048" \
    die_height_um 477 \
    switching_power_w 0.00134 \
    tns_ns 0 \
    fmax_ghz 0.0516 \
    route.met2.wl_um 118000 \
    ff_type "edfxtp_1" \
    synth_seq_share 0.682 \
    die_area_um2 227000 \
    placedInstanceArea_um2 93000 \
    yosys-stat-cells 6648 \
    status "completed" \
    period_minus_slack_ns 19.37 \
    largest_reg_flops 2048 \
    finClkSkew_ns 0.0416 \
    critPathRequiredTime_ns 26.08 \
    final_area_um2 99500 \
    final_hold_viol_count 0 \
    critPathMaxFanout 94 \
    io_buffers 26 \
    dr_total_vias 54500 \
    power_frac_seq 0.524 \
    rsz0062_at_grt "false" \
    wirelength_um 256000 \
    tool_warnings 29 \
    drt-wirelength-per-cell_um 26.5 \
    synth_cells 6648 \
    power_leakage_nw 35.0 \
    power.density_nw_per_um2 57.6 \
    clock_power_share 0.399 \
    cp-end-kind "output pin" \
    fp_util 0.404 \
    wl_met3_um 40000 \
    htree_num_levels 4 \
    drc 0 \
    synth_area_um2 90100 \
    p_comb_frac 0.077 \
    ys_area_um2 90100 \
    worstMarginPinSlew_ns 0.922 \
    lay_top_cells "nor2_1 (2,093), edfxtp_1 (2,048), nand2_1 (604), mux2i_1 (407), mux4_2 (328)" \
    grt_pass1_wl_um 377000 \
    num-fill-cells 19300 \
    dp_hpwl_um 162000 \
    cts_setup_buffers 0 \
    cp.arrival_ns 12.85 \
    p_int_w 0.00439 \
    slew_viol_final 0 \
    drt-met1-wl_um 86000 \
    highest_layer "met5" \
    grt.overflow.total 0 \
    yosysWarnings 1 \
    worst-setup-path-type "primary input to output pin" \
    coreArea_um2 223000 \
    postRouteAntennaNets 0 \
    cap_violations 0 \
    cts-buffers-inserted 203 \
    root_buffer "clkbuf_16" \
    slew_headroom 0.384 \
    drtPass1Iterations 6 \
    cts.sinks 2048 \
    clk_latency_ns 0.86 \
    max-clock-path-buffers 3 \
    grt_max_degree 104 \
    top_register "mem" \
    grt_pass1_vias 56900 \
    cts_resized 0 \
    ioPinCount 27 \
]
[critical path: stages]
cell and delay [ns]:
buf_8 0.45, buf_4 0.69, buf_4 0.66, buf_4 0.57, buf_4 0.73, buf_12 0.51, mux2i_1 0.17, a22oi_1 0.21
nand3_1 0.16, a41oi_1 0.60, or4b_4 0.34, nor2_1 0.07, nor2_1 0.31, clkdlybuf4s50_1 0.53
[final cells by class]
class | instances | area (µm²) | share of cell area
clock buffers | 249 | 5340 | 0.0537
well taps | 2975 | 3720 | 0.0374
repair buffers | 186 | 1520 | 0.0153
clock inverters | 120 | 1100 | 0.0111
multi-input cells | 4088 | 26300 | 0.264
diodes | 3 | 7.51 | 0.0000755
flip-flops and latches | 2048 | 61500 | 0.618
inverters | 2 | 7.51 | 0.0000755
[kinds of logic (layout without fill, tap and decap cells)]
logic type             after synthesis  after routing  share of synthesized area
other                                0              3                          0
AOI/OAI and AO/OA                  344            344                     0.0293
buffers and inverters              512            557                     0.0286
muxes                              735            735                      0.127
and+or+nand+nor                   3009           3009                      0.132
DFF                               2048           2048                      0.682
[Yosys cell counts (10+ instances only)]
| master | number | area (µm²) |
|---|---|---|
| buf_6 | 10 | 113 |
| mux2i_1 | 407 | 4070 |
| a22oi_1 | 190 | 1430 |
| clkbuf_1 | 209 | 785 |
| nand4_1 | 25 | 156 |
| buf_2 | 164 | 821 |
| nor3_1 | 21 | 105 |
| nand3_1 | 178 | 891 |
| a41oi_1 | 30 | 263 |
| nor2_1 | 2103 | 7890 |
| mux4_2 | 328 | 7390 |
| buf_1 | 26 | 97.6 |
| edfxtp_1 | 2048 | 61500 |
| nand2_1 | 604 | 2270 |
| a21oi_1 | 80 | 400 |
| buf_4 | 101 | 758 |
[routing by layer]
layer  GRT usage  up-vias
met2       0.357     3043
met1       0.305    26900
met3       0.163      519
met5      0.0164        -
li1            -    24000
met4      0.0843       14
[power groups by stage]
stage	combinational (W)	clock, W	sequential [W]
finish	0.000440	0.00229	0.00300
global route	0.000464	0.00241	0.00301
CTS	0.000438	0.00232	0.00300
[per-stage QoR]
step / util / instances / hold slack [ns] / power, W / setup WS [ns]
after floorplan: - / 6648 / 0.950 / 0.00332 / 17.37
after global placement: 0.417 / 9299 / 1.21 / 0.00349 / 13.34
after detailed placement: 0.417 / 9299 / 1.28 / 0.00349 / 13.27
after CTS: 0.446 / 9668 / 1.30 / 0.00576 / 13.26
after global routing: 0.446 / 9669 / 1.35 / 0.00588 / 12.94
final: 0.446 / 9671 / 1.29 / 0.00573 / 13.23
[worst paths after layout]
kind / from / to / slack (ns) / depth (start not counted)
setup / recovery: addr[1] / out[5] / 13.23 / 14
hold / removal: mem[113][3] / mem[134][3] / 1.29 / 7
hold reg to reg: mem[113][3] / mem[134][3] / 1.29 / 7
setup reg to reg: mem[4][4] / mem[182][4] / 27.72 / 9
Power figures rest on the tool's default switching activity, not on a simulated workload.
